<file path="flow/config.mk">
export PLATFORM = sky130hd
export DESIGN_NAME = wallace_tree
export DESIGN_NICKNAME = wallace_tree
export VERILOG_FILES = /design/flow/design.v
export SDC_FILE = /design/flow/constraint.sdc
export NUM_CORES = 4
export LEC_CHECK = 1
export CORE_UTILIZATION = 30
</file>
<file path="flow/constraint.sdc">
current_design wallace_tree

set clk_period 1.4
set clk_io_pct 0.2

create_clock -name clk0 -period $clk_period [get_ports {clk}]

set non_clock_inputs [all_inputs -no_clocks]
set_input_delay [expr $clk_period * $clk_io_pct] -clock clk0 $non_clock_inputs
set_output_delay [expr $clk_period * $clk_io_pct] -clock clk0 [all_outputs]
</file>
<file path="flow/design.v">
module wallace_tree(
	input logic clk,
	input logic resetn,
	input logic[3:0]a, 
	input logic[3:0]b, 
	output logic done,
	output logic[7:0]p
	);
	logic[3:0] ab0, ab1, ab2, ab3;
	logic[5:0] s1;
	logic[5:0] c1;
	logic[4:0]afin, bfin;
	logic sum0;
       	logic[4:0] sum1, sum2;
	logic carry0;
       	logic[4:0] carry1, carry2;
	logic prev_carry;
	function logic[1:0] full_adder(input logic a, b, c);
		logic sum, cout;
		sum = (a^b^c);
		cout = (a&b)|(b&c)|(a&c);
		full_adder = {sum, cout};
	endfunction
	function logic[1:0] half_adder(input logic a, b);
		logic sum, cout;
		sum = (a^b);
		cout = (a&b);
		half_adder = {sum, cout};
	endfunction
	always@(posedge clk)begin
		if(resetn==1'b0)begin
			p <= 8'h00;
			done <= 1'b0;
		end
		else begin
			done <= 1'b0;
			for(int i=0; i<4; i++)begin
				ab0[i] <= a[i]&b[0];
				ab1[i] <= a[i]&b[1];
				ab2[i] <= a[i]&b[2];
				ab3[i] <= a[i]&b[3];
			end
			{sum0,carry0} <= half_adder(ab0[1], ab1[0]);
			p[0] <= ab0[0];
			p[1] <= sum0;
			prev_carry <= carry0;
			{s1[0], c1[0]} <= full_adder(ab1[2], ab2[1], ab3[0]);
			{s1[1], c1[1]} <= full_adder(ab2[2], ab3[1], c1[0]);
			{s1[2] ,c1[2]} <= half_adder(ab1[1], ab2[0]);
			{s1[3], c1[3]} <= half_adder(s1[0], c1[2]);
			{s1[4], c1[4]} <= half_adder(s1[1], c1[3]);
			{s1[5], c1[5]} <= full_adder(ab2[3], c1[1], c1[4]);
			afin <= {ab3[3], ab2[3], ab1[3], ab0[3], ab0[2]};
			bfin <= {c1[5], s1[5], s1[4], s1[3], s1[2]};
			for(int i= 0; i<5; i++)begin
				if(prev_carry==1'b0)begin
					{sum1[i], carry1[i]} <= full_adder(afin[i], bfin[i], 1'b0);
					prev_carry <= carry1[i];
				end
				if(prev_carry==1'b1)begin
					{sum1[i], carry1[i]} <= full_adder(afin[i], bfin[i], 1'b1);
					prev_carry <= carry1[i];
				end
			end
			p[6:2] <= sum1;
			p[7] <= prev_carry;
		end
		if(p[6:2]==sum1)
			done = 1'b1;
	end
endmodule
</file>
<file path="flow/run.sh">
#!/bin/bash
# OpenROAD 26Q1-2900-gdf79404cd8, Yosys 0.63+post, stock flow scripts
make -C /OpenROAD-flow-scripts/flow DESIGN_CONFIG=/design/flow/config.mk WORK_HOME=/design/flow/orfs finish
</file>
==> qor.yml <==
clock_network:
  cts-root-to-sink-buffers: 2
  cts_htree_levels: 2
  clock_insertion_delay_worst_skew_ps: 290
  tritoncts_clock_tree: "done"
  cts.clk_slew.worst_paths_ps: 80
  clock-root-buffer: "clkbuf_8"
  numClockSinks: 53
  cts_made_buffers: 5
sta:
  timing.final.crit_period_ps: 1350
  setup_viol_count_final: 0
  finalHoldViolations: 0
  skew_ps: 3.72
  tns_ps: 0
  finalClockPeriodUsage_pct: 96.2
  drv_slew: 0
  fmax_mhz: 743
  setup_repair_after_global_routing_missed_its_margin: "false"
die:
  chipArea_um2: 6690
  design.core.area_um2: 6030
  die.size.x_um: 81.8
  vertical_die_dimension_um: 81.8
  floorplan.io_pins: 19
  fp_util_pct: 31.7
  std_cell_rows: 28
finish:
  final_cells: 200
  filler_cell_count: 566
  layout.cells.most_common: "edfxtp_1"
  layout_top_cells: "edfxtp_1, and2_1, clkdlybuf4s50_1"
  syn2layout_area_growth_pct: 17.9
  post_route_cells_drive_above_1_share_pct: 6.40
hold_path:
  hold_path.startpoint: "c1[5]"
  worst_hold_path_type: "register to register"
global_route:
  grt_pass1_wl_um: 3370
  grt_antenna_before_repair: 0
  grt_start_max_net_pins: 54
  grt_pass1_vias: 812
  gr-total-overflow: 0
  global_route_total_usage_across_every_layer_pct: 6.91
routing:
  drtIter0Drc: 35
  residual_drc_count: 0
  antenna_cells_inserted: 0
  wl_per_cell_um: 9.58
  route.final.wire_length_um: 1920
  antenna_left: 0
  via_count: 804
  post_drt_via_cell_ratio: 4.02
  drt_first_pass_iters: 2
synthesis:
  synth.lib_cells_used.distinct: 12
  netlist.area_leader.share_pct: 70.8
  synth-cells-yosys: 101
  postSynthCellCount: 101
  synth.yosys.chip_area_um2: 1910
  synth.yosys.warnings: 1
  topCellsByArea: "edfxtp_1, dfxtp_1, and2_1"
  netlist.top_cell.by_area: "edfxtp_1"
  avg_inst_size_synth_um2: 18.9
  post_synth_instance_area_um2: 1910
  synth_sequential_area_ratio_pct: 79.2
  ys_ff: 53
flow_run:
  total_tool_warning_count: 26
  max_cap_viol_count: 0
power_and_ir_drop:
  worst_ir_drop_vdd_uv: 672
  power-per-cell-area_nw_per_um2: 1300
  cellLeakagePower_nw: 0.791
  design_power_total_mw: 2.92
worst_setup_path:
  crit_arrival_ps: 1070
  critPathCaptureType: "primary output"
  worstSetupEndpoint: "p[0]"
  cpMaxStageDelayCell: "clkdlybuf4s50_1"
  timing.setup.critical_path_class: "register to primary output"
  regToRegEndpoint: "s1[5]"
  cp_num_buf_inv: 1
  cp_cell_sequence: "clkdlybuf4s50_1"
  slowest_delay_ps: 460
  worst_r2r_startpoint: "ab2[3]"
  setup.reg_to_reg.worst_slack_ps: 220
  rr_worst_depth: 1
  worstSetupStartpoint: "p[0]"
  worst_path_dominant_cell_family: "buffers and inverters"
  worstPathRequired_ps: 1120
  critPathMaxFanout: 1
  worstSetupPathDepth: 1
  critical_path.startpoint_type: "register"
placement:
  dpl.hpwl_um: 1250
  placement.io_buffers: 17
  post-place-cells: 192
  place_congestion: 0.709
outcome:
  run_status: "completed"
area by class of cell:
type                       instances  area [µm²]  area share (%)
inverter                           3        11.3           0.500
clock buffer                       7        76.3            3.39
multi-input combinational         43         368            16.3
clock inverter                     1        3.75           0.167
timing repair buffer              18         185            8.23
tap                               75        93.8            4.17
sequential                        53        1510            67.2
what timing repair did:
item,4_1_cts,5_1_grt
setup buffers,0,0
endpoints found under the setup margin,0,1
resized,0,1
hold buffers,0,0
logic make-up (layout without fill, tap and decap cells):
logic type | count (synthesis) | count (layout) | share of synthesized area (%)
XOR/XNOR | 10 | 10 | 4.59
AND/OR/NAND/NOR | 23 | 23 | 7.54
flip-flops | 53 | 53 | 79.2
adder cells (fa/ha/maj) | 8 | 8 | 6.42
buffers and inverters | 5 | 29 | 1.57
other | 1 | 1 | 0.196
multiplexers | 1 | 1 | 0.524
per-stage QoR:
stage	worst slack [ps]	util, %	hold slack (ps)	area [µm²]
2_1_floorplan	281	-	392	1910
3_3_place_gp	232	36.0	401	2170
3_5_place_dp	208	36.0	405	2170
4_1_cts	41.0	37.3	425	2250
5_1_grt	3.22	37.4	432	2250
6_report	53.6	37.4	419	2250
power by group:
| group | switching [mW] | internal (mW) |
|---|---|---|
| combinational | 0.0760 | 0.125 |
| sequential | 0.0500 | 1.89 |
| clock | 0.427 | 0.349 |
synth_stat cells:
cell type	number
and2_1	23
buf_4	1
buf_6	1
conb_1	1
dfxtp_1	8
edfxtp_1	45
fa_1	3
ha_1	5
inv_1	3
mux2i_1	1
xnor2_1	8
xor2_1	2
registers in the layout, summed over array words and instances, names as in the netlist:
name,flops
ab2,4
prev_carry,1
sum1,5
bfin,5
ab0,4
afin,5
sum0,1
ab1,4
c1,6
ab3,3
s1,6
p,8
carry1,1
how the worst min path moves through the flow:
stage	to	slack [ps]	cells past startpoint
after CTS	bfin[3]	430	0
after global routing	afin[1]	430	0
final	bfin[4]	420	0
routing by layer:
layer	GRT usage, %	share of wire, %	vias to the layer above
li1	-	-	393
met1	8.69	44	375
met2	10.8	45	28
met3	3.83	8.2	8
met4	1.40	2.2	0
met5	0	0	-
Power and IR drop assume default switching activity.
